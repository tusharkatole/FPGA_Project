<file path="./run.sh">
#!/bin/bash
# OpenROAD 26Q1-2900-gdf79404cd8, Yosys 0.63+post, stock flow scripts
make -C /OpenROAD-flow-scripts/flow DESIGN_CONFIG=/design/flow/config.mk WORK_HOME=/design/flow/orfs finish
</file>
<file path="./config.mk">
export PLATFORM = sky130hd
export DESIGN_NAME = vga_controller
export DESIGN_NICKNAME = vga_controller
export VERILOG_FILES = /design/flow/design.v
export SDC_FILE = /design/flow/constraint.sdc
export NUM_CORES = 4
export LEC_CHECK = 1
export CORE_UTILIZATION = 40
</file>
<file path="./constraint.sdc">
current_design vga_controller

set clk_period 3.2
set clk_io_pct 0.2

create_clock -name clk0 -period $clk_period [get_ports {clk25}]

set non_clock_inputs [all_inputs -no_clocks]
set_input_delay [expr $clk_period * $clk_io_pct] -clock clk0 $non_clock_inputs
set_output_delay [expr $clk_period * $clk_io_pct] -clock clk0 [all_outputs]
</file>
<file path="./design.v">
`timescale 1ns/1ns
module vga_controller(
    input wire sys_clk,
    input wire clk25,
    input wire reset,
    input wire [11:0] ram_output_data,
    input wire ready_display,
    output wire [16:0] read_RAM_address,
    output wire [3:0] vga_red,
    output wire [3:0] vga_green,
    output wire [3:0] vga_blue,
    output wire vga_hsync,
    output wire vga_vsync,
    input wire testmode
);
reg [3:0] vga_red_reg;
reg [3:0] vga_green_reg;
reg [3:0] vga_blue_reg;
reg hsync_reg = 0;
reg vsync_reg = 0;
reg [9:0] hcount = 0;
reg [9:0] vcount = 0;
reg [16:0] read_RAM_address_reg;
assign read_RAM_address = read_RAM_address_reg;
assign vga_red = vga_red_reg;
assign vga_green = vga_green_reg;
assign vga_blue = vga_blue_reg;
assign vga_hsync = hsync_reg;
assign vga_vsync = vsync_reg;
always @(posedge clk25 or negedge reset) begin
    if (!reset) begin
        read_RAM_address_reg <= #1 {17{1'b0}};    
        hcount <= #1 1'b0;
        vcount <= #1 1'b0;
        vga_red_reg <= #1 4'b0000;
        vga_green_reg <= #1 4'b0000;
        vga_blue_reg <= #1 4'b0000;
    end
    else begin
        hcount <= #1 (hcount == 799) ? 0 : hcount + 1;    
        hsync_reg <= #1 (hcount >= 659 && hcount <= 755) ? 0 : 1;
        if (hcount == 699)
            vcount <= #1 (vcount == 524) ? 0 : vcount + 1;
        vsync_reg <= #1 (vcount == 494) ? 0 : 1;
        if (hcount < 320 && vcount < 240) begin
            if (testmode) begin
                vga_red_reg <= #1 4'b0111;
                vga_green_reg <= #1 4'b0111;
                vga_blue_reg <= #1 4'b0111; 
            end
            else begin                
                vga_red_reg[3:0] <= #1 ram_output_data[11:8];
                vga_green_reg[3:0] <= #1 ram_output_data[7:4];
                vga_blue_reg[3:0] <= #1 ram_output_data[3:0];
            end
            read_RAM_address_reg <= #1 hcount + 320 * vcount + 1;
        end
        else begin
            vga_red_reg <= #1 4'b0000;
            vga_green_reg <= #1 4'b0000;
            vga_blue_reg <= #1 4'b0000; 
        end
        if (vcount >= 240) 
            read_RAM_address_reg <= #1 0;
    end    
end
endmodule
</file>
==> run notes <==
Notes on the flow run.

- Once detailed placement completed, the half-perimeter wirelength came to about 4300 um.
- The class of the tightest hold or removal check is in2async, for reference.
- The layout stage reports a final design area of 0.00364 mm2.
- For this run, the number of Yosys warnings is 1.
- Looking at the worst setup and hold paths, the clock pins of their registers show a slew of ~0.090 ns.
- Total power normalized to cell area comes to between 300 and 400 mW/mm2.
- The layout summary lists the proportion of cells stronger than drive strength 1 as roughly 8.8%.
- Once layout is complete, the utilization of the core stands at between 50% and 60%.
- Of the total synthesized cell area, the portion taken by XOR and XNOR cells is about 6.8%.
- The total of max-cap violations is 0, for reference.
- For the worst flop-to-flop path, the logic depth is 10.
- The number of flip-flops in the largest register is 17, for reference.
- The iteration count recorded for the first detailed-route pass is 4.
- TritonCTS built the clock tree.
- The synth_stat.txt file lists the number of cells as approximately 300.
- The count of different cell masters after synthesis is around 52, for reference.
- The worst-case IR drop observed on VDD is about 0.17 mV.
- Setup repair after global routing left no endpoint under its margin.
- After global routing the overflow that remains totals 0.
- For this run, the script counts the antenna cells in the layout as 0.
- The total design power is approximately 1.1 mW, for reference.
- The most common flop cell mapped by yosys is dfrtp_1, for reference.
- The most numerous logic cell after layout is nor2_1, for reference.
- The fmax is around 330 MHz, for reference.
- The count of buffers added on input and output ports is ~45.
- The summed standard-cell area reported by yosys is 0.00295 mm2, for reference.
- Measured against the total synthesized area, the mux share comes to less than 1%.
- According to the floorplan report, the placeable core area is a little under 0.007 mm2.
- The clock net in this run drives a total of approximately 51 sinks.
- The fraction of registers with async set/reset is 96.1%, for reference.
- The shortest clock period the worst path allows after layout is roughly 3.0 ns, for reference.
- By startpoint and endpoint, the worst setup path is classified as reg2reg.
- The aggregate global-route resource usage is between 10% and 20%, for reference.
- The last timing report of the flow puts the setup violation total at 0.
- The nature of the critical path endpoint is a flip-flop, for reference.
- Detailed-route iteration 0 reported a violation count of approximately 79.
- The netlist area before placement is slightly below 0.003 mm2, for reference.
- Across all layers, the routed design uses roughly 2300 vias.
- The required time reported for the critical path endpoint is 3.44 ns, for reference.
- The synthesis-to-finish area growth is 23.5%, for reference.
- The number of antenna violations at the first check in global routing is 0, for reference.
- The maximum fanout encountered on the critical timing path is 4, for reference.
- Dividing the detail-routed via count by the number of cells gives 5.12.
- The maximum number of pins on one net before global-route repair is 28, for reference.
- OpenROAD reports that the post-layout worst path occupies roughly 95% of the period.
- The relative slew slack is between 50% and 60%, for reference.
- The synthesized-area fraction occupied by adder cells is a little over a tenth, for reference.
- The compound-gate portion of the synthesized area is between 10% and 20%, for reference.
- The top-level port count is between 40 and 50, for reference.
- The post-synth tally of flip-flops with integrated enable is 2, for reference.
- Dividing the synthesized area by the synthesized cell count gives slightly below 10 um2.
- The wire length of the first global-routing pass is 9490 um, for reference.
- In this run the core area contains 30 standard-cell rows.
- The worst clock skew is between 0.009 and 0.01 ns, for reference.
- The die covers 0.00771 mm2.
- For the final routed database, the setup TNS stands at 0 ns.
- The count of endpoints failing hold in the final timing report is 0, for reference.
- The clock network latency to the later pin of the worst-skew pair is a little under 0.3 ns, for reference.
- The final worst hold slack is ~0.36 ns, for reference.
- The detailed-route wire length is 5780 um, for reference.
- The number of max-slew violations in the final report is 0, for reference.
- Across all register-to-register paths, the minimum setup slack is around 0.17 ns.
- The number of buffers inserted during clock tree synthesis is 5, for reference.
- The flow ran to the end, and the final reports show no timing, DRC or antenna violations.
- Looking at the clock tree report, the maximum root-to-sink buffer count equals 2.
- The category of the worst setup path launch point is a flip-flop, for reference.
- Per the synthesis report, the simple-gate share of the synthesized area is a little under a quarter.
- Before placement the cells fill 42.4% of the core.
- The floorplan step set the die height to around 88 um.
- Summing the sequential cell areas from Yosys gives 43.7% of the chip area.
- The OpenROAD warning count is 29, for reference.
- The number of hold buffers added after CTS is 0, for reference.
- For reference, the top logic cell family by area is simple AND/OR/NAND/NOR gates.
- Looking at the max-slew report, the worst-margin pin has a slew of 0.630 ns.
- The root buffer cell chosen for the clock tree is clkbuf_8.
- In this run the static leakage power is 1.64 nW.
- The die outline width is approximately 88 um, for reference.
- The remaining routing DRC violations is 0, for reference.
- The flip-flop and latch count after synthesis is between 50 and 60, for reference.
- The synthesized instance count is 304.
- Per the detailed placement report, the placed cell area equals roughly 0.0035 mm2.
- The via count of the first global-routing pass is 2066, for reference.
- For the worst setup path, the data arrival time is around 3.3 ns.
- In the layout the commonest cells are 56 x nor2_1, 49 x dfrtp_1, 44 x clkdlybuf4s50_1, 23 x ha_1, 21 x nand2_1.
- The number of nets still failing antenna checks after routing is 0, for reference.
- Routability-driven placement finished with a final weighted congestion of about 0.83.
- The routed wirelength normalized by instance count is 12.9 um, for reference.
- The H-tree was split into 2 levels.
## where the power goes
part / total, mW / internal, mW / leakage [nW] / switching, mW
combinational: 0.0518 / 0.0314 / 0.948 / 0.0204
sequential: 0.657 / 0.655 / 0.646 / 0.00197
clock: 0.397 / 0.197 / 0.0505 / 0.200
total: 1.11 / 0.884 / 1.64 / 0.222
## metrics by stage
| stage | setup slack (ns) | std cells |
|---|---|---|
| after global placement | 0.136 | 440 |
| after global routing | 0.0130 | 449 |
| final | 0.169 | 449 |
| after floorplan | 0.256 | 304 |
| after CTS | 0.0672 | 448 |
| after detailed placement | 0.116 | 440 |
## final timing paths
| check | from | end |
|---|---|---|
| max | vcount[1] | read_RAM_address_reg[16] |
| min | reset | read_RAM_address_reg[13] |
| max reg2reg | vcount[1] | read_RAM_address_reg[16] |
| min reg2reg | hcount[0] | hcount[0] |
| max in group asynchronous | reset | read_RAM_address_reg[8] |
| min in group clk0 | hcount[0] | hcount[0] |
## cell usage after synthesis (2+ instances only)
cell type | instances | area, um2
o21ai_1 | 2 | 10.0
a311oi_1 | 3 | 26.3
nand2b_1 | 2 | 12.5
buf_2 | 3 | 15.0
or4_1 | 2 | 15.0
and2_1 | 5 | 31.3
a211oi_1 | 8 | 60.1
and3b_1 | 2 | 17.5
o21ba_2 | 2 | 20.0
inv_1 | 4 | 15.0
nor3b_1 | 2 | 15.0
nor4_1 | 2 | 12.5
xnor2_1 | 8 | 70.1
xor2_1 | 15 | 131
nand4_1 | 6 | 37.5
a211oi_2 | 2 | 25.0
nor2b_1 | 3 | 18.8
nand3_1 | 9 | 45.0
ha_1 | 23 | 288
o21ai_0 | 11 | 55.1
clkbuf_1 | 10 | 37.5
or3_1 | 3 | 18.8
o211ai_1 | 4 | 30.0
a21oi_1 | 11 | 55.1
nor3_1 | 8 | 40.0
dfrtp_1 | 49 | 1230
nand2_1 | 21 | 78.8
edfxtp_1 | 2 | 60.1
nand4b_1 | 3 | 26.3
nor2_1 | 56 | 210
nand3b_1 | 2 | 15.0
## kinds of logic (layout without fill, tap and decap cells)
kind of cell	count (synthesis)	in the layout
multiplexers	1	1
adder cells (fa/ha/maj)	24	24
XOR/XNOR	23	23
buffers and inverters	18	67
AND/OR/NAND/NOR	134	134
AND-OR/OR-AND	53	53
flip-flops	51	51
## cell type report
class	count	area [um2]
clock buffer	7	96.3
clock inverter	1	7.51
fill	653	3310
inverter	5	18.8
multi-input combinational	235	1600
sequential	51	1290
tap	96	120
timing repair buffer	54	513
## metal layers
layer / up-vias / global-route usage (%) / wire, um
met5: - / 0 / 0
met4: 0 / 2.83 / 96
met3: 6 / 2.77 / 225
met2: 42 / 24.2 / 2500
met1: 1067 / 24.9 / 2970
li1: 1183 / - / -
## critical path: stages (launching register included)
cell and delay (ns):
dfrtp_1 0.39, ha_1 0.30, ha_1 0.23, fa_1 0.42
a211oi_2 0.33, nor2_1 0.14, nor4_4 0.29, nand4_2 0.19
or4_1 0.50, nand4b_1 0.10, a31o_1 0.10
## repair_timing
action / CTS / global route
gates resized: 0 / 1
setup buffers: 0 / 1
setup endpoints to repair: 0 / 1
Power is estimated from default activity; no workload was simulated.
