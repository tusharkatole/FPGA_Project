--- /design/flow/design.v ---
`timescale 1ns/1ns
module camera_interface_setup
# (parameter INPUT_CLK_FREQ = 25000000)
(
input wire clk,
input wire reset,
input wire SCCB_ready_signal,
input wire [15:0] rom_out,
input wire start,
output wire [7:0] rom_select,
output wire done,
output wire [7:0] sccb_sub_address,
output wire [7:0] sccb_set_data,
output wire sccb_start_sign
);
reg [2:0] OV7670_SETUP_FSM_state = 0;
reg [2:0] FSM_return_state = 0;
reg [31:0] timer = 0;
reg [7:0] rom_select_reg;
reg done_reg;
reg [7:0] sccb_sub_address_reg;
reg [7:0] sccb_set_data_reg;
reg sccb_start_sign_reg;
assign done = done_reg;
assign rom_select = rom_select_reg;
assign sccb_sub_address = sccb_sub_address_reg;
assign sccb_set_data = sccb_set_data_reg;
assign sccb_start_sign = sccb_start_sign_reg;
localparam FSM_IDLE = 0;
localparam FSM_SEND = 1;
localparam FSM_DONE = 2;
localparam FSM_TIMER = 3;
always @(posedge clk or negedge reset) begin
    if (!reset) begin
        rom_select_reg <= 0;
        done_reg <= 0;
        sccb_sub_address_reg <= 0;
        sccb_set_data_reg <= 0;
        sccb_start_sign_reg <= 0;
    end
    else begin
        case (OV7670_SETUP_FSM_state) 
            FSM_IDLE: begin
                OV7670_SETUP_FSM_state <= #1 start ? FSM_SEND : FSM_IDLE;
                rom_select_reg <= #1 0;
                done_reg <= start ? 0 : done_reg;
            end
            FSM_SEND: begin
                case (rom_out)
                    16'hFFFF: begin
                        OV7670_SETUP_FSM_state <= #1 FSM_DONE;    
                        sccb_start_sign_reg <= #1 0;                
                    end
                    16'hFFF0:  begin
                        timer <= #1 (INPUT_CLK_FREQ / 100);
                        OV7670_SETUP_FSM_state <= #1 FSM_TIMER;
                        FSM_return_state <= #1 FSM_SEND;
                        rom_select_reg <= #1 rom_select_reg + 1;                        
                    end
                    default: begin
                        if (SCCB_ready_signal) begin
                            OV7670_SETUP_FSM_state <= #1 FSM_TIMER;
                            FSM_return_state <= #1 FSM_SEND;
                            timer <= 0;
                            rom_select_reg <= #1 rom_select_reg + 1;
                            sccb_sub_address_reg <= #1 rom_out[15:8];
                            sccb_set_data_reg <= #1 rom_out[7:0];
                            sccb_start_sign_reg <= #1 1;
                        end
                    end
                endcase
            end
            FSM_DONE: begin
                OV7670_SETUP_FSM_state <= #1 FSM_IDLE;
                done_reg <= #1 1;
                sccb_start_sign_reg <= #1 0;
            end
            FSM_TIMER: begin
                OV7670_SETUP_FSM_state <= #1 (timer == 0) ? FSM_return_state : FSM_TIMER;
                timer <= #1 (timer == 0) ? 0 : timer - 1;
                sccb_start_sign_reg <= #1 0;
            end
        endcase
    end
end
endmodule
--- /design/flow/run.sh ---
#!/bin/bash
# OpenROAD 26Q1-2900-gdf79404cd8, Yosys 0.63+post, stock flow scripts
make -C /OpenROAD-flow-scripts/flow DESIGN_CONFIG=/design/flow/config.mk WORK_HOME=/design/flow/orfs finish
--- /design/flow/config.mk ---
export PLATFORM = sky130hd
export DESIGN_NAME = camera_interface_setup
export DESIGN_NICKNAME = camera_interface_setup
export VERILOG_FILES = /design/flow/design.v
export SDC_FILE = /design/flow/constraint.sdc
export NUM_CORES = 4
export LEC_CHECK = 1
export CORE_UTILIZATION = 30
--- /design/flow/constraint.sdc ---
current_design camera_interface_setup

set clk_period 7.6
set clk_io_pct 0.2

create_clock -name clk0 -period $clk_period [get_ports {clk}]

set non_clock_inputs [all_inputs -no_clocks]
set_input_delay [expr $clk_period * $clk_io_pct] -clock clk0 $non_clock_inputs
set_output_delay [expr $clk_period * $clk_io_pct] -clock clk0 [all_outputs]
==> flow_summary.ini <==
; flow metrics
[run_status]
status = finished, final reports clean

[clock_tree]
cts_resized = 0
cts_tree = built
htreeDepth = 3
cts_hold_buf = 0
cts_root_buf = clkbuf_8
clkLatencyLatePin_ps = 330
clk_path_buf_depth = 2
numCtsBuffers = 9
post_cts_buffers = 0
path_clk_slew_ps = 60
cts.sinks = 61

[synth]
netlist_area_um2 = 3220
synth.distinct_cells = 49
synth-edff-count = 35
synthDominantCellAreaShare = 0.326
adder_share = 0.0117
synthTopCellsByArea = edfxtp_1, dfrtp_1, mux2_2
numSynthFlops = 61
yosys_warnings = 1
ys_sh_simple = 0.206
syn_inst = 295
top_logic_kind = simple AND/OR/NAND/NOR gates
synth_xor_xnor_area_share = 0.0544
async_flop_share = 0.426
ff_type = edfxtp_1
aoi_share = 0.104
ys_cells = 295
synth.largest_area_cell = edfxtp_1
avgSynthCellArea_um2 = 10.9
synth_seq_share = 0.529
mux_share = 0.0657
synth-area-yosys_um2 = 3220

[die]
die_w_um = 106
die_area_um2 = 11100
die.size.y_um = 106
io_pins = 46
initCoreUtil = 0.310
core_um2 = 10400
rows = 37

[drt]
drc_errors = 0
first_iter_violations = 90
num_vias = 2454
routed_wirelength_um = 6780
routedWlPerCell_um = 14.0
antenna-diode-count = 0
first_pass_iters = 4
vias_per_cell = 5.08
drtAntennaViolNets = 0

[setup_path]
critPathLaunchType = input port
cp_max_fo = 32
worstSetupPathType = in2reg
crit_arrival_ps = 3980
end_kind = flip-flop
required_ps = 7580

[sta]
fin_worst_skew_ps = 8.48
finalMaxSlewViolations = 0
fmax_mhz = 250
setup_violations = 0
relSlewSlack = 0.497
period_used_share = 0.526
hold_viol_final = 0
tightest_slew_ps = 736
finalCriticalPeriod_ps = 4000
fin_tns_setup_ps = 0
rsz0062_at_grt = false

[min_path]
hold_path.class = reg2reg

[power]
power_density_nw_per_um2 = 221
leakagePower_uw = 0.00136
ir_drop_mv = 0.0906

[grt]
overflow = 0
grt_max_degree = 33
antenna_found_initial = 0
grt_pass1_wl_um = 11600
track_usage = 0.133
grt_pass1_vias = 2374

[final_layout]
fillers = 1015
area_growth_pct = 24.3
postLayoutCoreUtil = 0.386
layout_top_cell = clkdlybuf4s50_1
final_cell_mix = clkdlybuf4s50_1, edfxtp_1, nor2_1, dfrtp_1, nand2_1
top_register = timer
largest_reg_flops = 32
drive_above_1_share = 0.133

[run]
max_cap_violations = 0
tool_warnings = 26

[placed_design]
io_buffers = 45
post-dp-hpwl_um = 4620
place.gp.congestion = 0.809
## critical path, stage by stage
cell             delay (ps)
clkdlybuf4s50_1         430
or4_1                   580
o41ai_2                 470
nand2_1                 350
a21oi_2                 210
buf_4                   400
## synth_stat cells (2+ instances only)
library cell and count:
a21oi_1 15, and2_1 3, buf_6 2, clkbuf_1 9, dfrtp_1 26, edfxtp_1 35, ha_1 3, inv_1 8
mux2_2 17, mux2i_1 2, nand2_1 21, nand2b_1 2, nand3_1 9, nand4_1 8, nor2_1 31, nor3_1 9
nor4_1 9, o211ai_1 5, o21ai_0 8, o311ai_0 2, o31ai_1 7, or2_2 2, or3_1 2, or4_1 15
or4_4 2, or4b_1 2, xnor2_1 14, xor2_1 6
## worst paths after layout
path / start / to / slack [ps] / cells past startpoint
setup / recovery: rom_out[0] / timer[24] / 3600 / 6
hold / removal: sccb_set_data_reg[7] / sccb_set_data_reg[7] / 510 / 1
setup reg to reg: timer[13] / timer[7] / 4680 / 5
hold reg to reg: sccb_set_data_reg[7] / sccb_set_data_reg[7] / 510 / 1
max in group asynchronous: reset / sccb_set_data_reg[4] / 5760 / 2
min in group asynchronous: reset / sccb_sub_address_reg[1] / 1560 / 2
## power breakdown
| part | internal (uW) | leakage [uW] | switching, uW |
|---|---|---|---|
| sequential | 400 | 0.000649 | 44.8 |
| combinational | 111 | 0.000611 | 54.4 |
| clock | 154 | 0.0000997 | 120 |
## logic make-up after synthesis
logic type | Yosys count
AND/OR/NAND/NOR | 122
other | 1
XOR/XNOR | 20
flip-flops | 61
buffers and inverters | 20
multiplexers | 19
AND-OR/OR-AND | 49
adder cells (fa/ha/maj) | 3
## final cells by class
cell class	count	area (um2)	area share
well taps	136	170	0.0425
clock buffers	15	186	0.0466
repair buffers	48	473	0.118
flip-flops and latches	61	1700	0.425
clock inverters	1	5.00	0.00125
inverters	8	30.0	0.00750
multi-input cells	214	1440	0.359
## routing by layer
layer,up-vias,track usage,routed length [um],share of wire
li1,1219,-,-,-
met1,1166,0.213,3320,0.49
met2,67,0.195,2960,0.44
met3,2,0.0391,501,0.074
met4,0,0.0139,6,0.00088
met5,-,0,0,0
## stage by stage
step                      cell area, um2  hold slack [ps]  power (uW)  worst slack, ps  std cells
after floorplan                     3220              444         510             2800        295
after global placement              3810              491         617             3310        467
after detailed placement            3810              495         617             3270        467
after CTS                           4000              510         899             3600        483
after global routing                4000              513         937             3390        483
final                               4000              506         884             3600        483
Power is estimated from default activity; no workload was simulated.
