### ./run.sh
#!/bin/bash
# OpenROAD 26Q1-2900-gdf79404cd8, Yosys 0.63+post, stock flow scripts
make -C /OpenROAD-flow-scripts/flow DESIGN_CONFIG=/design/flow/config.mk WORK_HOME=/design/flow/orfs finish
### ./config.mk
export PLATFORM = sky130hd
export DESIGN_NAME = control_flow_FSM
export DESIGN_NICKNAME = control_flow_FSM
export VERILOG_FILES = /design/flow/design.v
export SDC_FILE = /design/flow/constraint.sdc
export NUM_CORES = 4
export LEC_CHECK = 1
export CORE_UTILIZATION = 50
### ./constraint.sdc
current_design control_flow_FSM

set clk_period 8.2
set clk_io_pct 0.2

create_clock -name clk0 -period $clk_period [get_ports {clk}]

set non_clock_inputs [all_inputs -no_clocks]
set_input_delay [expr $clk_period * $clk_io_pct] -clock clk0 $non_clock_inputs
set_output_delay [expr $clk_period * $clk_io_pct] -clock clk0 [all_outputs]
### ./design.v
`timescale 1ns/1ns
module control_flow_FSM(
input wire clk,
input wire reset,
input wire locked,
input wire ov7670_setup_done,
input wire testmode,
output wire start_capture,
output wire start_ov7670_hw_setup,
output wire [5:0] control_state,
output wire ready_display
);
localparam FSM_START = 0;
localparam FSM_START_SET = 1;
localparam FSM_SETUP_OV7670 = 2;
localparam FSM_VGA_DISPLAY = 3;
localparam FSM_TIMER = 4;
reg ready_display_reg = 0;
reg [2:0] CONTROL_FSM_state = 0;
reg [31:0] timer = 0;
reg [2:0] FSM_return_state = 0;
reg start_capture_reg = 0;
reg start_ov7670_hw_setup_reg = 0;
reg [5:0] control_state_reg = 3'b000_000;
assign ready_display = ready_display_reg;
assign start_capture = start_capture_reg;
assign control_state = control_state_reg;
assign start_ov7670_hw_setup = start_ov7670_hw_setup_reg;
always @(posedge clk or negedge reset) begin
    if (!reset) begin
        CONTROL_FSM_state <= #1 FSM_START;
    end
    else begin
    case (CONTROL_FSM_state)
        FSM_START: begin
            ready_display_reg <= #1 1'b0;
            if (testmode) begin
                CONTROL_FSM_state <= #1 FSM_VGA_DISPLAY;                
                end
            else begin
                CONTROL_FSM_state <= #1 FSM_TIMER;
                timer <= #1 50;
                FSM_return_state <= #1 FSM_START_SET;
            end               
            control_state_reg <= #1 6'b000_001;                        
        end
        FSM_START_SET: begin
            CONTROL_FSM_state <= #1 FSM_TIMER;
            timer <= #1 1;
            FSM_return_state <= #1 FSM_SETUP_OV7670;
            start_ov7670_hw_setup_reg <= #1 1'b1;
            control_state_reg <= #1 6'b000_011;   
        end
        FSM_SETUP_OV7670: begin                
            start_ov7670_hw_setup_reg <= #1 1'b0;
            if (ov7670_setup_done || testmode) begin
                CONTROL_FSM_state <= #1 FSM_TIMER;
                FSM_return_state <= #1 FSM_VGA_DISPLAY;                    
                timer <= #1 7500000;
            end
            else begin
                CONTROL_FSM_state <= #1 FSM_SETUP_OV7670;
            end
            control_state_reg <= #1 6'b001_111;
        end
        FSM_VGA_DISPLAY: begin                
            ready_display_reg <= #1 1'b1;
            start_capture_reg <= #1 1'b1;              
            control_state_reg <= #1 6'b111_111;
        end
        FSM_TIMER: begin                
            CONTROL_FSM_state <= #1 (timer == 0) ? FSM_return_state : FSM_TIMER;
            timer <= #1 (timer == 0) ? 0 : timer - 1;
            control_state_reg <= #1 6'b101_010;
        end
        default: begin
            CONTROL_FSM_state <= #1 FSM_START;    
        end
    endcase
    end
end
endmodule
==> CHANGELOG.md <==
## Implementation

- Run status: complete, no violations
- CTS max path bufs: 2
- Crit path largest cell delay: approximately 0.60 ns
- Worst Tran Pin Value: 0.918 ns
- Max_cap viols: 0
- Leading area contributor after synthesis: edfxtp_1
- Congestion Overflow GR: 0
- Crit-path slowest cell: clkdlybuf4s50_1
- GPL Wtd Cong: a little over 0.9
- Leak pwr: 0.866 nW
- CP delay by family, top: buffers and inverters
- Starting DRT DRC Count: between 100 and 150
- Initial antenna violation count: 0
- Die W: between 70 and 80 um
- Yosys chip area: around 2400 um^2
- Mean Syn Cell Area: roughly 11 um^2
- Most frequent cells after synthesis: edfxtp_1 (43), nor2_1 (28), xnor2_1 (21), o21ai_0 (13)
- YS warnings: 1
- Post-CTS Resized: 0
- Critical Path Start Type: primary input
- Clock Latency Late Sink: 0.29 ns
- Fin crit period: 3.34 ns
- Cell Count Post-Placement: approximately 280
- Yosys cell count: ~220
- Die Span Y: 71.8 um
- Mapped Area: between 2000 and 2500 um^2
- IO buf count: 12
- Ys flop type: edfxtp_1
- Hold Violations, Final: 0
- Floorplan Utilization: 51.9%
- Setup TNS: 0 ns
- Max Slew Vio Count: 0
- Area of the core: between 4000 and 5000 um^2
- Req. time, crit path: ~8.2 ns
- Total tool warning count: 27
- Total GRT Usage: 19.7%
- Largest net degree at the start of global routing: 33
- Vias/cell: 5.88
- Ys async rst share: ~6.5%
- Share of cells above drive strength 1: a little under 7%
- Arr. time, crit path: 3.29 ns
- Clk_skew: a little under 0.006 ns
- Top-count cell post-synth: edfxtp_1
- Peak supply drop: about 0.00022 V
- Clock net sink count: 46
- Synthesized netlist cell count: 222
- Setup CP Type: in2reg
- Cts bufs inserted: 5
- Final setup violation count: 0
- IO Count: 14
- Unique cell types: 43
- Routed WL: 4450 um
- Via count of the first global-routing pass: about 1700
- Max Freq: 299 MHz
- CTS tree: done
- Number of H-tree levels: 2
- Fin cells: roughly 290
- Crit share post-route: 40.7%
- Avg WL per Cell: roughly 15 um
- Ant. Diodes: 0
- Worst-path clk slew: about 0.080 ns
- Die Size: 5160 um^2
- Relative slew slack: around two fifths
- Unrepaired setup endpoints after global routing: no
- Worst Hold Class: reg2reg
- DP HPWL: 3030 um
- Total Power: slightly below 0.001 W
- Worst path bufs/invs: 2
- Pwr dens: ~360 nW/um^2
- Worst Path Max Fanout: 32
- Clock Root Buffer: clkbuf_8
- ANT nets after route: 0
- CTS Hold Bufs: 0
- First-pass DRT Iterations: 4
- Post-synth EDFFs: approximately 43
- Synth-to-layout area growth: 10.1%
- Routed vias: approximately 1700
- Cell row count: 25
- Seq share, synth: between 50% and 60%
- Post-synth area hogs: edfxtp_1 (53%), xnor2_1 (7.6%), nor2_1 (4.3%), dfrtp_1 (3.1%), o21ai_0 (2.7%)
- First-pass GRT wire length: between 7000 and 8000 um
- Max reg flops: 32
- Post-synth regs: about 46
- Setup bufs post-CTS: 0
- Top-area cell share: 53.0%
- CP Capture Type: register
- CP Cell Sequence: clkdlybuf4s50_1 > and2_1 > o21ai_0 > nor2_2 > buf_4
- Remaining DRCs: 0
-- worst reg2reg max path, delay by kind of cell, from the launching register on --
kind	cells	cell delay [ns]
flip-flops	1	0.45
AND-OR/OR-AND	1	0.24
AND/OR/NAND/NOR	4	2.18
-- cell usage in the layout, fill, tap and decap left out, drive strengths merged, types with 3 or more instances in the layout --
cell type      Yosys  layout
edfxtp            43      43
nor2              28      28
xnor2             21      21
o21ai             13      13
nor3              12      12
nand2             12      12
clkdlybuf4s50      0      12
nor4              10      10
clkbuf             6       7
or4                7       7
and2               6       6
inv                4       4
xor2               4       4
o22ai              4       4
a21oi              4       4
or3                4       4
dfrtp              3       3
nand4              3       3
or2                3       3
nand3              3       3
-- layer usage --
| metal | global-route usage, % | vias to the layer above | wire length (um) |
|---|---|---|---|
| met5 | 0 | - | 0 |
| met4 | 2.83 | 0 | 43 |
| met3 | 8.13 | 4 | 409 |
| met2 | 27.4 | 69 | 1910 |
| met1 | 32.8 | 771 | 2080 |
| li1 | - | 843 | - |
-- cell type report --
type	count	area, um^2
clock buffer	7	86.3
clock inverter	1	5.00
fill	370	2010
inverter	4	15.0
multi-input combinational	162	1010
sequential	46	1370
tap	54	67.6
timing repair buffer	13	128
-- through the flow --
| stage | util, % | hold WS, ns | setup WS [ns] | instance area (um^2) |
|---|---|---|---|---|
| 6_report | 57.1 | 0.529 | 4.86 | 2680 |
| 5_1_grt | 57.1 | 0.542 | 4.72 | 2680 |
| 4_1_cts | 57.1 | 0.533 | 4.87 | 2680 |
| 3_5_place_dp | 55.2 | 0.519 | 4.55 | 2590 |
| 3_3_place_gp | 55.2 | 0.495 | 4.58 | 2590 |
| 2_1_floorplan | - | 0.491 | 4.41 | 2440 |
-- report_power, final --
part / leakage (nW) / switching (W) / internal (W)
registers: 0.452 / 0.0000928 / 0.000409
clock network: 0.0482 / 0.0000708 / 0.0000680
logic: 0.366 / 0.000190 / 0.000143
-- logic make-up after synthesis --
family	after synthesis	synth area share, %
buf+inv	14	2.41
other cells	1	0.154
compound gates	34	8.73
flops	46	56.1
fa+ha+maj	2	1.03
simple gates	98	21.8
mux	2	0.822
xor+xnor	25	8.99
-- final timing paths --
check | start | to | slack, ns | cells after the start
max in group asynchronous | reset | CONTROL_FSM_state[0] | 6.43 | 1
setup / recovery | reset | timer[22] | 4.86 | 5
setup reg to reg | timer[13] | timer[14] | 5.04 | 5
hold / removal | FSM_return_state[1] | CONTROL_FSM_state[1] | 0.53 | 2
min in group asynchronous | reset | CONTROL_FSM_state[2] | 1.57 | 1
hold reg to reg | FSM_return_state[1] | CONTROL_FSM_state[1] | 0.53 | 2
No activity file was given, so power comes from the tool's default toggle rates.
